[./run.sh]
#!/bin/bash
# OpenROAD 26Q1-2900-gdf79404cd8, Yosys 0.63+post, stock flow scripts
make -C /OpenROAD-flow-scripts/flow DESIGN_CONFIG=/design/flow/config.mk WORK_HOME=/design/flow/orfs finish
[./config.mk]
export PLATFORM = sky130hd
export DESIGN_NAME = cwt_fft_ROM_imag
export DESIGN_NICKNAME = cwt_fft_ROM_imag
export VERILOG_FILES = /design/flow/design.v
export SDC_FILE = /design/flow/constraint.sdc
export NUM_CORES = 4
export LEC_CHECK = 1
export CORE_UTILIZATION = 30
[./constraint.sdc]
current_design cwt_fft_ROM_imag

set clk_period 2.7
set clk_io_pct 0.2

create_clock -name clk0 -period $clk_period [get_ports {clk}]

set non_clock_inputs [all_inputs -no_clocks]
set_input_delay [expr $clk_period * $clk_io_pct] -clock clk0 $non_clock_inputs
set_output_delay [expr $clk_period * $clk_io_pct] -clock clk0 [all_outputs]
[./design.v]
module cwt_fft_ROM_imag (
input clk,
input wire [7:0] addr ,
output reg [15:0] read_data 
);
always@(posedge clk)
begin
	case(addr)
	8'b0000_0000: read_data <= 16'hFFFD; 
	8'b0000_0001: read_data <= 16'h001C; 
	8'b0000_0010: read_data <= 16'hFF5B; 
	8'b0000_0011: read_data <= 16'h202; 
	8'b0000_0100: read_data <= 16'hFC9D; 
	8'b0000_0101: read_data <= 16'h313;
	8'b0000_0110: read_data <= 16'hFE7D;
	8'b0000_0111: read_data <= 16'h66;
	8'b0000_1000: read_data <= 16'hFFF1;
	8'b0000_1001: read_data <= 16'h001A;
	8'b0000_1010: read_data <= 16'hFEF1;
	8'b0000_1011: read_data <= 16'h05CF;
	8'b0000_1100: read_data <= 16'hEEB8;
	8'b0000_1101: read_data <= 16'h1BC4;
	8'b0000_1110: read_data <= 16'hE7DE;
	8'b0000_1111: read_data <= 16'h0B56;
	8'b0001_0000: read_data <= 16'hFD1E;
	8'b0001_0001: read_data <= 16'h0064;
	8'b0001_0010: read_data <= 16'h0006;
	8'b0001_0011: read_data <= 16'hFFAD;
	8'b0001_0100: read_data <= 16'h0228;
	8'b0001_0101: read_data <= 16'hF838;
	8'b0001_0110: read_data <= 16'h0F2B;
	8'b0001_0111: read_data <= 16'hF001;
	8'b0001_1000: read_data <= 16'h091E;
	8'b0001_1001: read_data <= 16'hFD30;
	8'b0001_1010: read_data <= 16'h0077;
	8'b0001_1011: read_data <= 16'hFFF5;
	8'b0001_1100: read_data <= 16'h0000;
	8'b0001_1101: read_data <= 16'h0000;
	8'b0001_1110: read_data <= 16'hFFFE;
	8'b0001_1111: read_data <= 16'h000F;
	8'b0010_0000: read_data <= 16'hFFA4;
	8'b0010_0001: read_data <= 16'h0121;
	8'b0010_0010: read_data <= 16'hFE12;
	8'b0010_0011: read_data <= 16'h01C3;
	8'b0010_0100: read_data <= 16'hFF21;
	8'b0010_0101: read_data <= 16'h003A;
	8'b0010_0110: read_data <= 16'hFFF7;
	8'b0010_0111: read_data <= 16'h0000;
	8'b0010_1000: read_data <= 16'hFFFE;
	8'b0010_1001: read_data <= 16'h0012;
	8'b0010_1010: read_data <= 16'hFF9D;
	8'b0010_1011: read_data <= 16'h0117;
	8'b0010_1100: read_data <= 16'hFE57;
	8'b0010_1101: read_data <= 16'h0159;
	8'b0010_1110: read_data <= 16'hFF68;
	8'b0010_1111: read_data <= 16'h0023;
	8'b0011_0000: read_data <= 16'hFFFB;
	8'b0011_0001: read_data <= 16'hFFFF;
	8'b0011_0010: read_data <= 16'h000A;
	8'b0011_0011: read_data <= 16'hFFC1;
	8'b0011_0100: read_data <= 16'h00C8;
	8'b0011_0101: read_data <= 16'hFEA7;
	8'b0011_0110: read_data <= 16'h013A;
	8'b0011_0111: read_data <= 16'hFF65;
	8'b0011_1000: read_data <= 16'h0028;
	8'b0011_1001: read_data <= 16'hFFFA;
	8'b0011_1010: read_data <= 16'h0002;
	8'b0011_1011: read_data <= 16'hFFE9;
	8'b0011_1100: read_data <= 16'h0064;
	8'b0011_1101: read_data <= 16'hFF12;
	8'b0011_1110: read_data <= 16'h0129;
	8'b0011_1111: read_data <= 16'hFF39;
	8'b0100_0000: read_data <= 16'h0046;
	8'b0100_0001: read_data <= 16'hFFF2;
	8'b0100_0010: read_data <= 16'h0001;
	8'b0100_0011: read_data <= 16'hFFFC;
	8'b0100_0100: read_data <= 16'h001B;
	8'b0100_0101: read_data <= 16'hFF93;
	8'b0100_0110: read_data <= 16'h00DE;
	8'b0100_0111: read_data <= 16'hFF10;
	8'b0100_1000: read_data <= 16'h0088;
	8'b0100_1001: read_data <= 16'hFFD6;
	8'b0100_1010: read_data <= 16'h0006;
	8'b0100_1011: read_data <= 16'hFFFF;
	8'b0100_1100: read_data <= 16'h0002;
	8'b0100_1101: read_data <= 16'hFFE9;
	8'b0100_1110: read_data <= 16'h005B;
	8'b0100_1111: read_data <= 16'hFF44;
	8'b0101_0000: read_data <= 16'h00C8;
	8'b0101_0001: read_data <= 16'hFF8F;
	8'b0101_0010: read_data <= 16'h0021;
	8'b0101_0011: read_data <= 16'hFFFA;
	8'b0101_0100: read_data <= 16'h0000;
	8'b0101_0101: read_data <= 16'hFFFE;
	8'b0101_0110: read_data <= 16'h000C;
	8'b0101_0111: read_data <= 16'hFFC1;
	8'b0101_1000: read_data <= 16'h0092;
	8'b0101_1001: read_data <= 16'hFF51;
	8'b0101_1010: read_data <= 16'h006B;
	8'b0101_1011: read_data <= 16'hFFDC;
	8'b0101_1100: read_data <= 16'h0005;
	8'b0101_1101: read_data <= 16'hFFFF;
	8'b0101_1110: read_data <= 16'h0000;
	8'b0101_1111: read_data <= 16'hFFFB;
	8'b0110_0000: read_data <= 16'h0020;
	8'b0110_0001: read_data <= 16'hFF9B;
	8'b0110_0010: read_data <= 16'h0095;
	8'b0110_0011: read_data <= 16'hFF8E;
	8'b0110_0100: read_data <= 16'h002C;
	8'b0110_0101: read_data <= 16'hFFF6;
	8'b0110_0110: read_data <= 16'h0000;
	8'b0110_0111: read_data <= 16'hFFF5;	
	8'b0110_1000: read_data <= 16'h0036;
	8'b0110_1001: read_data <= 16'hFF8C;
	8'b0110_1010: read_data <= 16'h0076;
	8'b0110_1011: read_data <= 16'hFFC2;
	8'b0110_1100: read_data <= 16'h0010;
	8'b0110_1101: read_data <= 16'hFFFD;
	8'b0110_1110: read_data <= 16'hFFFF;
	8'b0110_1111: read_data <= 16'hFFED;
	8'b0111_0000: read_data <= 16'h0046;
	8'b0111_0001: read_data <= 16'hFF92;
	8'b0111_0010: read_data <= 16'h0051;
	8'b0111_0011: read_data <= 16'hFFE1;
	8'b0111_0100: read_data <= 16'h0005;
	8'b0111_0101: read_data <= 16'hFFFF;
	8'b0111_0110: read_data <= 16'hFFFF;
	8'b0111_0111: read_data <= 16'hFFE5;
	8'b0111_1000: read_data <= 16'h004C;
	8'b0111_1001: read_data <= 16'hFFA4;
	8'b0111_1010: read_data <= 16'h0034;
	8'b0111_1011: read_data <= 16'hFFF0;
	8'b0111_1100: read_data <= 16'h0002;
	8'b0111_1101: read_data <= 16'hFFFF;
	8'b0111_1110: read_data <= 16'h0000;
	8'b0111_1111: read_data <= 16'hFFDF;
	8'b1000_0000: read_data <= 16'h004C;
	8'b1000_0001: read_data <= 16'hFFB7;
	8'b1000_0010: read_data <= 16'h0021;
	8'b1000_0011: read_data <= 16'hFFF8;
	8'b1000_0100: read_data <= 16'h0000;
	8'b1000_0101: read_data <= 16'hFFFF;
	default : read_data <= 16'h0000;
	endcase
end
endmodule
==> results.py <==
# Flow results
metrics = {
    "critical_path": {
        "path_cells": "clkdlybuf4s50_1, buf_6, ha_2, nor2b_2, nor2_1, mux4_2, a221oi_1, o21ai_1",
        "cpMaxStageDelayCell": "clkdlybuf4s50_1",
        "startpoint_type": "input pin",
        "critical_path_class": "input pin to flop",
        "cp-end-kind": "flop",
        "slowest_delay_ns": 0.49,
        "crit_buf_inv": 2,
        "crit_path_max_fanout": 25,
        "cp.required_ns": 2.84,
        "crit_arrival_ns": 2.79,
        "critPathTopFamily": "buffers and inverters",
    },
    "die": {
        "rows": 34,
        "chipArea_um2": 9405,
        "io_pins": 25,
        "fp_util_pct": 31.03,
        "die_h_um": 96.98,
        "core-area_um2": 8721,
        "die_w_um": 96.98,
    },
    "clock_tree": {
        "h-tree-depth": 1,
        "post_cts_buffers": 0,
        "numClockSinks": 14,
        "holdBufCountCts": 0,
        "root_buffer": "clkbuf_8",
        "cts_tree": "done",
        "path_clk_slew_ns": 0.07,
        "numCtsBuffers": 3,
        "cts_buffer_depth": 2,
    },
    "min_path": {
        "hold_class": "input pin to flop",
        "hold_start": "addr[4]",
        "holdPathStages": 4,
        "worstHoldEndpoint": "read_data[10]",
    },
    "logic_synthesis": {
        "yosys_cells": 367,
        "ys_types": 64,
        "ys_seq_share_pct": 10.36,
        "ys.flops": 14,
        "ff_type": "dfxtp_1",
        "synth.avg_cell_area_um2": 7.374,
        "top_area_share_pct": 10.36,
        "syn-cell-area_um2": 2706,
        "async_flop_share_pct": 0,
        "area_leaders": "dfxtp_1 (10%), mux4_2 (7.5%), ha_1 (6.5%)",
        "yosys_area_um2": 2706,
        "yosysTopAreaCell": "dfxtp_1",
        "yosysWarnings": 1,
        "synthCells": 367,
        "edf_count": 0,
    },
    "grt": {
        "grt_pass1_wl_mm": 18.40,
        "grt_pass1_vias": 3283,
        "track_usage_pct": 25.04,
        "grt_start_max_net_pins": 77,
        "antenna_found_initial": 0,
        "overflow": 0,
    },
    "route": {
        "n_antenna_cell": 0,
        "drt_first_pass_iters": 5,
        "postRouteAntennaNets": 0,
        "wl_per_cell_um": 21.37,
        "drt_drc_violations_left": 0,
        "drt_iter0_markers": 560,
        "wl_mm": 11.58,
        "vias_per_cell": 6.354,
        "vias": 3444,
    },
    "job": {
        "tool_warnings": 38,
        "cap_violations": 0,
    },
    "placed_design": {
        "dp_slack_ns": -0.3879,
        "placed_cells": 538,
        "gp_congestion": 1.078,
        "detailed_place.area_um2": 3467,
        "hpwlAfterDp_mm": 8.420,
        "port_buffers": 24,
    },
    "timing": {
        "postLayoutSetupSlackWorst_ns": 0.05387,
        "setup_viol": 0,
        "maxSlewViolCount": 0,
        "finalCriticalPeriod_ns": 2.646,
        "hold_slack_ns": 0.8933,
        "rsz0062_at_grt": "yes",
        "finalHoldViolations": 0,
        "max_slew_margin_pct": 49.22,
        "fin_crit_sh_pct": 98.00,
        "max_clock_freq_mhz": 377.9,
        "tightest_slew_ns": 0.7609,
    },
    "power": {
        "p_leak_nw": 1.410,
        "total_power_w": 0.001056,
        "power_density_nw_per_um2": 295.3,
        "ir_worst_vdd_v": 0.0001633,
    },
    "final_layout": {
        "nFillCells": 867,
        "final_cell_area_um2": 3575,
        "largest-register": "read_data",
        "final_cell_count_no_fill": 542,
        "layout-drive-gt1-share_pct": 26.73,
        "largest_reg_flops": 14,
        "area_growth_syn_to_layout_pct": 32.09,
        "reg.largest.list": "read_data (14)",
    },
    "run_status": {
        "status": "finished, final reports clean",
    },
}
-- worst max-delay path by stage --
stage | endpoint | start | slack, ns | cells past startpoint
CTS | read_data[8] | addr[0] | 0.03 | 8
finish | read_data[8] | addr[0] | 0.05 | 8
global route | read_data[5] | addr[0] | -0.03 | 10
-- cell type report --
cell class / count / area [µm²] / area share, %
clock buffer: 4 / 55.05 / 1.540
inverter: 9 / 33.78 / 0.9450
multi-input combinational: 304 / 2211 / 61.85
timing repair buffer: 103 / 859.6 / 24.05
tap: 108 / 135.1 / 3.780
sequential: 14 / 280.3 / 7.840
-- stage by stage --
step / utilization [%] / TNS [ns]
after floorplan: - / 0
after global routing: 40.99 / -0.02939
after CTS: 40.44 / 0
final: 40.99 / 0
after global placement: 39.76 / -1.800
after detailed placement: 39.76 / -1.606
-- cell families after synthesis --
| group | after synthesis | share of synthesized area [%] |
|---|---|---|
| buf+inv | 49 | 9.755 |
| flops | 14 | 10.36 |
| fa+ha+maj | 14 | 6.473 |
| compound gates | 132 | 34.44 |
| simple gates | 137 | 27.00 |
| xor+xnor | 3 | 0.9711 |
| mux | 18 | 11.00 |
-- layer usage --
metal	track usage (%)	part of all wire [%]	wire, µm	vias to the layer above
li1	-	-	-	1544
met1	36.87	42	4848	1578
met2	35.32	42	4830	277
met3	6.103	12	1357	45
met4	9.874	4.7	546	0
met5	0	0	0	-
-- layout by cell type, fill, tap and decap left out, drive strengths merged, types with 12 or more instances in the layout --
| cell type | count |
|---|---|
| a21oi | 21 |
| nand2b | 21 |
| o211ai | 12 |
| dfxtp | 14 |
| nor2b | 14 |
| nor2 | 24 |
| clkdlybuf4s50 | 21 |
| buf | 82 |
| o21ai | 25 |
| ha | 14 |
| a31oi | 14 |
| nand2 | 27 |
| nor3 | 13 |
-- Yosys cell counts (all sizes together) (2+ instances only) --
| library cell | number |
|---|---|
| o221ai | 4 |
| nor2 | 24 |
| nand3b | 3 |
| clkinv | 2 |
| a32oi | 5 |
| dfxtp | 14 |
| and3 | 5 |
| a211o | 3 |
| nor2b | 14 |
| inv | 7 |
| nand3 | 8 |
| or3b | 2 |
| mux4 | 9 |
| o211ai | 12 |
| nand2 | 27 |
| a21oi | 21 |
| xor2 | 2 |
| o311ai | 9 |
| and2 | 3 |
| nor3b | 2 |
| mux2i | 8 |
| ha | 14 |
| o21ai | 25 |
| a2111o | 2 |
| a311oi | 7 |
| a211oi | 7 |
| nand2b | 21 |
| buf | 29 |
| o22ai | 2 |
| o31ai | 2 |
| nor3 | 13 |
| a22oi | 2 |
| or3 | 6 |
| nand4 | 3 |
| clkbuf | 11 |
| a221oi | 2 |
| o2111ai | 4 |
| a311o | 2 |
| a31oi | 14 |
| or2 | 2 |
-- power by group --
group,internal [W],switching [W],total [W]
Sequential,0.000228,0.00000650,0.000235
Clock,0.000129,0.0000897,0.000219
Combinational,0.000283,0.000318,0.000602
-- what timing repair did --
item | in CTS | in global routing
resized | 2 | 10
setup endpoints to repair | 1 | 6
pin swaps | 0 | 1
Power and IR drop assume default switching activity.
